--- flow/run.sh ---
#!/bin/bash
# OpenROAD 26Q1-2900-gdf79404cd8, Yosys 0.63+post, stock flow scripts
make -C /OpenROAD-flow-scripts/flow DESIGN_CONFIG=/design/flow/config.mk WORK_HOME=/design/flow/orfs finish
--- flow/config.mk ---
export PLATFORM = sky130hd
export DESIGN_NAME = mod_10_counter
export DESIGN_NICKNAME = mod_10_counter
export VERILOG_FILES = /design/flow/design.v
export SDC_FILE = /design/flow/constraint.sdc
export NUM_CORES = 4
export LEC_CHECK = 1
export CORE_AREA = 10 10 72 72
export DIE_AREA = 0 0 82 82
--- flow/constraint.sdc ---
current_design mod_10_counter

set clk_period 2.8
set clk_io_pct 0.2

create_clock -name clk0 -period $clk_period [get_ports {KEY}]

set non_clock_inputs [all_inputs -no_clocks]
set_input_delay [expr $clk_period * $clk_io_pct] -clock clk0 $non_clock_inputs
set_output_delay [expr $clk_period * $clk_io_pct] -clock clk0 [all_outputs]
--- flow/design.v ---
module BCD(A,B,C,D, a, b, c, d, e, f, g);
	 input A, B, C, D;
	 output a, b, c, d, e, f, g;
	 assign a = ~A & ~C & (~B | ~D) & (B | D);
	 assign b = B & (C|D) & (~C|~D);
	 assign c = ~B & ~D & C;
	 assign d = (B|D) & (~C|D) & ~A & (B|~C) & (~B | C | ~D);
	 assign e = (~C | D) & (B | D);
	 assign f = (~B | C) & ~A & (~B | D) & (C | D);
	 assign g = (B | ~C) & (~B | C) & ~A & (~B | D);
endmodule
module mod_10_counter(SW, KEY, HEX0, Cout);
	input [2:0] SW;
	input [0:0] KEY;
	output [6:0] HEX0;
	assign resetn = SW[0];
	wire [1:0] w = SW[2:1];
	assign Clock = ~KEY[0];
	output reg [3:0] Cout;
	wire a,b,c,d,e,f,g;
always @(posedge Clock) begin
	if (resetn) begin 
	Cout = 4'b0000;
	end 
	else begin 
	case(w)
	2'b00: 
			Cout <= Cout;
	2'b01:
			if(Cout == 9)
			Cout <= 4'b0000;
			else
			Cout <= Cout + 4'b0001;
	2'b10:
			if(Cout == 9)
			Cout <= 4'b0001;
			else
			Cout <= Cout + 4'b0010;
	2'b11:
			if(Cout == 0)
			Cout <= 4'b1001;
			else
			Cout <= Cout - 4'b0001;
		endcase
	end
end
	BCD bcd_inst(.A(Cout[3]), .B(Cout[2]), .C(Cout[1]), .D(Cout[0]), .a(a), .b(b), .c(c), .d(d), .e(e)
	, .f(f), .g(g));
	assign HEX0[0] = a;
		assign HEX0[1] = b;
		assign HEX0[2] = c;
		assign HEX0[3] = d;
		assign HEX0[4] = e;
		assign HEX0[5] = f;
		assign HEX0[6] = g;
endmodule
==> impl_metrics.py <==
# Synthesis and PnR figures
metrics = {
    "placement": {
        "port-buffer-count": 14,
        "global_placer_s_final_weighted_congestion": 0.811,
        "dpl_cell_area_um2": 827,
        "hpwl_um": 1130,
    },
    "critical_path": {
        "crit_buf_inv": 3,
        "crit_path_max_incr_delay_ps": 350,
        "cell_family_contributing_the_most_delay_on_the_critical_path": "flip-flops",
        "critPathRequiredTime_ps": 2240,
        "worstPathMaxFanout": 4,
        "critPathKind": "register to primary output",
        "crit_chain": "inv_2, buf_4, ha_4, nor3_2, buf_2",
        "worst_setup_path_end_kind": "primary output",
        "worst_r2r_startpoint": "Cout[1]$_SDFFE_NP0P_",
        "slowest_stage": "dfxtp_4",
        "startpoint": "Cout[1]$_SDFFE_NP0P_",
        "critical_path.startpoint_type": "register",
        "cp.arrival_ps": 2650,
    },
    "logic_synthesis": {
        "yosysChipArea_um2": 562,
        "post_synth_mux_area_share": 0.0178,
        "ys.flop_type": "dfxtp_1",
        "synth_async_reset_ratio": 0,
        "yosysCellCount": 76,
        "syn_area_per_cell_um2": 7.39,
        "netlist.area_leader.share": 0.160,
        "yosysSeqAreaShare": 0.143,
        "post_synth_xor_area_fraction": 0.0624,
        "netlist_instances": 76,
        "synth_cell_type_count": 30,
        "post-synth-top-area-cell": "buf_4",
        "synth.comb.largest_family": "buffers and inverters",
        "netlist_top_cells_area": "buf_4 (16%), dfxtp_1 (14%), ha_1 (13%), nor3_1 (6.2%), xnor2_1 (4.7%)",
        "post_synth_and_or_nand_nor_area_fraction": 0.229,
        "yosys.area_share.adder": 0.134,
        "edf_count": 0,
        "synth.most_common_cell": "buf_4",
        "synth-warning-count": 3,
        "synth-compound-area-share": 0.165,
        "postSynthRegisterBits": 4,
        "top_cells_by_count": "buf_4 (12), nor3_1 (7), ha_1 (6), nor2_1 (6)",
        "post_synth_instance_area_um2": 562,
    },
    "final_timing": {
        "report.final.slew_viol_count": 0,
        "worst_hold_slack_ps": 748,
        "slew_headroom": 0.761,
        "worst-slew-pin-transition_ps": 354,
        "finalSetupViolCount": 10,
        "finalHoldViolations": 0,
        "finalWorstSetupSlack_ps": -412,
        "setup_repair_after_global_routing_missed_its_margin": "true",
        "finClkSkew_ps": 4.96,
        "fin_setup_tns_ps": -2900,
    },
    "routing": {
        "detailroute.via_count": 634,
        "antenna_violating_nets_post_route": 0,
        "wire_per_inst_um": 10.7,
        "detail_route.antenna_diodes": 0,
        "dr.first_iter.drc_count": 46,
        "post-route-drc-count": 0,
        "postRouteWirelength_um": 1670,
        "via_per_inst": 4.06,
        "drt_pre_antenna_iters": 4,
    },
    "global_route": {
        "grt_first_pass_wirelength_um": 2660,
        "grt_max_degree": 8,
        "antenna_found_initial": 0,
        "grt_pass1_vias": 602,
        "overflow": 0,
        "grt_use_total": 0.0480,
    },
    "floorplan": {
        "fp.coreArea_um2": 3690,
        "dieWidth_um": 82,
        "floorplan_stage_core_utilization": 0.152,
        "io_pins": 15,
        "floorplan.die.height_um": 82,
        "rows": 22,
        "design.die.area_um2": 6720,
    },
    "power": {
        "p_clk_frac": 0.280,
        "power.leakage_uw": 0.000468,
        "swShare": 0.311,
        "irDropWorstVdd_uv": 167,
        "comb_power_share": 0.560,
        "power-per-cell-area_nw_per_um2": 449,
        "p_seq_frac": 0.160,
        "internal-power_uw": 320,
        "net-switching-power_uw": 145,
    },
    "flow_run": {
        "stage_log_warnings": 60,
        "cap_viol_max_count": 0,
    },
    "cells_and_area": {
        "biggestRegsByFlops": "Cout (4)",
        "drive_above_1_share": 0.556,
        "final_cell_area_um2": 1030,
        "area_delta_synth_final_pct": 84.2,
        "largest_register_ffs": 4,
        "max_flop_register": "Cout",
        "layout.core_utilization": 0.281,
    },
    "cts": {
        "cts-root-buf": "clkbuf_8",
        "cts_made_buffers": 3,
        "cts_max_path_buffers": 2,
        "cts-hold-fix-buffers": 0,
        "clkLatencyLatePin_ps": 270,
        "clk_pin_slew_ps": 30,
        "cts.sinks": 4,
        "clock_tree.htree_level_count": 1,
        "tritoncts": "built",
    },
    "worst_hold_path": {
        "hold_path.class": "register to register",
        "timing.hold.worst.start": "Cout[3]$_SDFFE_NP0P_",
    },
    "run_status": {
        "violations": "setup timing",
        "status": "complete, but fails checks",
    },
}
[layout by cell type, fill, tap and decap left out, drive strengths merged, types with 2 or more instances in the layout]
cell	n
nand2	6
nor3	7
clkbuf	3
ha	6
nand3	2
buf	40
a21oi	3
inv	8
xnor2	3
dfxtp	4
nor2	6
[cell type report]
class                   count  area [um^2]
clock inverters             4         15.0
clock buffers               3         41.3
well taps                  48         60.1
flip-flops and latches      4         95.1
repair buffers             43          387
fillers                   380         2650
inverters                   4         15.0
multi-input cells          50          422
[cell families (layout without fill, tap and decap cells)]
family                   count (synthesis)  after routing
buffers and inverters                   22             54
AND/OR/NAND/NOR                         26             26
multiplexers                             1              1
AND-OR/OR-AND                           13             13
adder cells (fa/ha/maj)                  6              6
XOR/XNOR                                 4              4
flip-flops                               4              4
[power by group through the flow]
stage / combinational [uW] / clock [uW] / sequential [uW]
6_report: 260 / 130 / 74.4
5_1_grt: 287 / 150 / 75.9
4_1_cts: 237 / 143 / 74.6
[per-layer routing]
layer | GRT usage | up-vias | part of all wire | wire length, um
li1 | - | 317 | - | -
met1 | 0.0691 | 281 | 0.47 | 782
met2 | 0.0627 | 34 | 0.39 | 653
met3 | 0.0220 | 2 | 0.13 | 223
met4 | 0.0119 | 0 | 0.0060 | 10
met5 | 0 | - | 0 | 0
[through the flow]
| step | total power (uW) | cells | worst slack [ps] |
|---|---|---|---|
| finish | 465 | 156 | -412 |
| global route | 513 | 156 | -466 |
| CTS | 454 | 153 | -423 |
| detailed placement | 297 | 137 | -527 |
| global placement | 294 | 137 | -505 |
| floorplan | 220 | 76 | -241 |
[worst paths after layout]
check	slack, ps	end	cells past startpoint
setup / recovery	-410	HEX0[6]	5
hold / removal	750	Cout[3]$_SDFFE_NP0P_	4
setup reg to reg	1210	Cout[3]$_SDFFE_NP0P_	8
hold reg to reg	750	Cout[3]$_SDFFE_NP0P_	4
[repair_timing]
action / CTS / global route
endpoints found under the hold margin: 0 / 0
buffers inserted: 10 / 4
setup endpoints to repair: 14 / 12
gates resized: 54 / 10
pin swaps: 7 / 9
[tightest hold or removal path: stages, from the launching register on]
cell and delay, ps:
dfxtp_4 330, buf_6 90, buf_4 120, nand4b_1 90, o221ai_1 70
No activity file was given, so power comes from the tool's default toggle rates.
